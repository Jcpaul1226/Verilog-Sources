**design/flow/run.sh**
```bash
#!/bin/bash
# OpenROAD 26Q1-2900-gdf79404cd8, Yosys 0.63+post, stock flow scripts
make -C /OpenROAD-flow-scripts/flow DESIGN_CONFIG=/design/flow/config.mk WORK_HOME=/design/flow/orfs finish
```
**design/flow/config.mk**
```make
export PLATFORM = sky130hd
export DESIGN_NAME = Counter_10
export DESIGN_NICKNAME = Counter_10
export VERILOG_FILES = /design/flow/design.v
export SDC_FILE = /design/flow/constraint.sdc
export NUM_CORES = 4
export LEC_CHECK = 1
export CORE_AREA = 10 10 70 70
export DIE_AREA = 0 0 80 80
```
**design/flow/constraint.sdc**
```tcl
current_design Counter_10

set clk_period 2.0
set clk_io_pct 0.2

create_clock -name clk0 -period $clk_period [get_ports {clock}]

set non_clock_inputs [all_inputs -no_clocks]
set_input_delay [expr $clk_period * $clk_io_pct] -clock clk0 $non_clock_inputs
set_output_delay [expr $clk_period * $clk_io_pct] -clock clk0 [all_outputs]
```
**design/flow/design.v**
```verilog
`timescale 1ns / 1ps
module Counter_10(
input clock,
input [3:0] in,
input  enable,
output reg [3:0] num =0,
output reg en = 0                          
    );
    always @(posedge clock)     
    begin                       
        en <=0;
        if (enable != 1)             
            num <= in; 
        else if  (num >= 4'd9 && enable)                 
            num  <= 4'd0;                   
        else if (enable) begin
            if (num == 4'd8)
            begin
                en <= 1;
                num <= num +1;
            end
        else
            num <= num +1;
        end
        else num <= num;
        end 
endmodule
```
==> run_results.csv <==
group,metric,value,unit
status,run_status,"finished, final reports clean",
clocking,cts_hold_buf,0,
power,power_density,708,nW/um^2
logic_synthesis,yosys_register_bits,5,
clocking,cts_sinks,5,
setup_path,path_max_fanout,6,
setup_path,critical-path-top-delay-family,"buffers and inverters",
route,remaining_drc_errors,0,
setup_path,worst_setup_path_start_kind,"flop",
clocking,cts_tree,"done",
setup_path,timing.critical_path.to_type,"primary output",
route,antenna_cells,0,
die,core,3420,um^2
final_layout,final_layout_size_suffix_gt1_frac,0.0976,
global_routing,grt_antenna_before_repair,0,
clocking,cts-root-buf,"sky130_fd_sc_hd__clkbuf_4",
die,fp_util,0.0733,
logic_synthesis,share_of_the_yosys_chip_area_belonging_to_registers,0.400,
route,drt_iter0_markers,5,
final_layout,stdcell_area,434,um^2
logic_synthesis,syn-cell-area,250,um^2
logic_synthesis,synth_cells,27,
clocking,postCtsResizedCells,0,
power,vdd_drop_max,0.132,mV
power,power.leakage,0.178,nW
final_timing,maxSlewHeadroom,0.846,
route,drt_wl_total,626,um
logic_synthesis,ys_cells,27,
clocking,post_cts_setup_buffers,0,
die,boundaryPins,11,
job,cap_violations,0,
final_layout,fillers,399,
setup_path,worstRegToRegCells,5,
final_timing,worst_clock_skew,0.000368,ns
placement,dpl_cell_area,408,um^2
final_timing,timing.final.setup_violations,0,
route,post_drt_via_cell_ratio,2.53,
route,detailedRoute.firstPassIterationCount,3,
logic_synthesis,yosysChipArea,250,um^2
final_timing,timing.final.hold_violations,0,
final_layout,final_util,0.127,
global_routing,grt_first_pass_wirelength,959,um
setup_path,crit-reg2reg-launch,"num[0]",
min_path,min_path_cells,2,
final_layout,area_delta_synth_final,73.5,%
final_layout,lay_top_count,"sky130_fd_sc_hd__clkdlybuf4s50_1",
setup_path,slowest_stage,"sky130_fd_sc_hd__clkdlybuf4s50_1",
die,floorplan.die.height,80,um
setup_path,critical_path.reg2reg.endpoint,"num[2]",
die,placement_rows,21,
die,die_width,80,um
setup_path,worst_path_largest_cell_delay,0.51,ns
clocking,max-clock-path-buffers,2,
clocking,path_clk_slew,0.04,ns
final_timing,fmax,0.632,GHz
logic_synthesis,ys_warn_count,1,
die,die_area,6400,um^2
final_timing,worst_pin_slew,0.229,ns
global_routing,vias_in_the_first_global_route,221,
final_timing,fin_setup_tns,0,ns
setup_path,cp_num_buf_inv,1,
route,via_count,220,
setup_path,timing.critical_path.arrival,1.18,ns
route,drt.antenna.violating_nets,0,
min_path,worstHoldPathType,"reg2reg",
route,wl_per_cell,7.20,um
final_timing,rsz0062_at_grt,"false",
global_routing,grt_max_degree,8,
clocking,numCtsBuffers,3,
job,warnings,28,
placement,port-buffer-count,10,
setup_path,cp.required,1.60,ns
final_timing,post-route-period-util,0.791,
clocking,cts.htree.levels,1,
final_timing,post-route-min-period,1.58,ns
global_routing,global_route.usage.total,0.0188,
min_path,holdPathEnd,"num[3]",
placement,routability_congestion,0.790,
logic_synthesis,syn-mean-instance-area,9.27,um^2
clocking,worstSkewPairLatency,0.24,ns
global_routing,globalRoute.totalOverflow,0,
setup_path,timing.reg2reg.setup_slack,0.65,ns
final_timing,slew_viols_final,0,
setup_path,timing.critical_path.cells,"clkdlybuf4s50_1",
final_layout,lay_top_cells,"10 x sky130_fd_sc_hd__clkdlybuf4s50_1, 7 x sky130_fd_sc_hd__inv_1, 5 x sky130_fd_sc_hd__dfxtp_1",
logic_synthesis,netlist-cell-type-count,12,
setup_path,worst-setup-path-type,"reg2out",
min_path,holdCritStartpoint,"num[3]",
-- through the flow --
step                      cells  power (mW)  hold slack [ns]  setup WS [ns]
after floorplan              27       0.154            0.455          0.841
after global placement       83       0.196            0.487          0.674
after detailed placement     83       0.198            0.506          0.646
after CTS                    87       0.314            0.513          0.413
after global routing         87       0.332            0.544          0.376
final                        87       0.307            0.503          0.418
-- power by group --
| part | switching (mW) | total (mW) | internal [mW] |
|---|---|---|---|
| clock | 0.0381 | 0.113 | 0.0752 |
| sequential | 0.0132 | 0.125 | 0.111 |
| combinational | 0.0248 | 0.0693 | 0.0445 |
-- worst max path at each step --
stage	start	to	slack [ns]	depth (start not counted)
5_1_grt	num[0]	num[0]	0.38	1
4_1_cts	num[0]	num[0]	0.41	1
6_report	num[0]	num[0]	0.42	1
-- cell type report --
type | count | area (um^2) | area share
tap | 46 | 57.6 | 0.133
timing repair buffer | 10 | 100 | 0.231
clock buffer | 4 | 26.3 | 0.0605
inverter | 7 | 26.3 | 0.0605
sequential | 5 | 100 | 0.231
multi-input combinational | 15 | 124 | 0.285
-- synthesized netlist by cell type --
cell type / number / area, um^2
sky130_fd_sc_hd__nand2_1: 1 / 3.75
sky130_fd_sc_hd__dfxtp_1: 5 / 100
sky130_fd_sc_hd__inv_1: 7 / 26.3
sky130_fd_sc_hd__o22ai_1: 3 / 18.8
sky130_fd_sc_hd__nand4_1: 1 / 6.26
sky130_fd_sc_hd__and4_1: 1 / 8.76
sky130_fd_sc_hd__ha_1: 4 / 50.1
sky130_fd_sc_hd__o21ai_1: 1 / 5.00
sky130_fd_sc_hd__a31oi_1: 1 / 6.26
sky130_fd_sc_hd__nor2_1: 1 / 3.75
sky130_fd_sc_hd__nor3b_2: 1 / 12.5
sky130_fd_sc_hd__xnor2_1: 1 / 8.76
-- flip-flops by register name (all words and copies together), names as in the netlist --
signal,flops
num,4
en,1
-- cells by family (layout without fill, tap and decap cells) --
family                     Yosys count  after routing  synth area share
AOI/OAI and AO/OA                    5              5             0.120
xor gates and xnor gates             1              1            0.0350
DFF                                  5              5             0.400
and+or+nand+nor                      5              5             0.140
buffers and inverters                7             21             0.105
adders and majority gates            4              4             0.200
-- layer usage --
| layer | GRT usage | wire length [um] | vias to the layer above |
|---|---|---|---|
| met3 | 0.0170 | 125 | 0 |
| li1 | - | - | 118 |
| met1 | 0.0227 | 295 | 88 |
| met5 | 0 | 0 | - |
| met4 | 0.00352 | 0 | 0 |
| met2 | 0.0241 | 206 | 14 |
Power and IR drop assume default switching activity.
