==> flow/run.sh <==
#!/bin/bash
# OpenROAD 26Q1-2900-gdf79404cd8, Yosys 0.63+post, stock flow scripts
make -C /OpenROAD-flow-scripts/flow DESIGN_CONFIG=/design/flow/config.mk WORK_HOME=/design/flow/orfs finish
==> flow/config.mk <==
export PLATFORM = sky130hd
export DESIGN_NAME = Counter_12
export DESIGN_NICKNAME = Counter_12
export VERILOG_FILES = /design/flow/design.v
export SDC_FILE = /design/flow/constraint.sdc
export NUM_CORES = 4
export LEC_CHECK = 1
export CORE_AREA = 10 10 70 70
export DIE_AREA = 0 0 80 80
==> flow/constraint.sdc <==
current_design Counter_12

set clk_period 1.1
set clk_io_pct 0.2

create_clock -name clk0 -period $clk_period [get_ports {clock}]

set non_clock_inputs [all_inputs -no_clocks]
set_input_delay [expr $clk_period * $clk_io_pct] -clock clk0 $non_clock_inputs
set_output_delay [expr $clk_period * $clk_io_pct] -clock clk0 [all_outputs]
==> flow/design.v <==
`timescale 1ns / 1ps
module Counter_12(
input clock,
input [3:0] in,
input  enable,
output reg [3:0] num =0,
output reg en = 0                         
    );
    always @(posedge clock)     
    begin                      
    en <=0;                      
    if (enable != 1)    
    num <= in;
        else if (num >= 4'd12 && enable)                 
            num <= 4'd0; 
        else if (enable) begin
        if (num >= 4'd11) begin          
            en <= 1;
            num <= num +1;end
         else num <= num +1;
        end else num <= num;
        end  
endmodule
==> impl_metrics.tcl <==
# metrics dict for downstream scripts
set metrics [dict create \
    numCtsBuffers 3 \
    dieArea_um2 6400 \
    clock_skew_ns 0.000229 \
    numClockSinks 5 \
    cp_data_required_time_ns 1.26 \
    synthFlopType "dfxtp_1" \
    violations "negative setup slack" \
    grt_max_degree 8 \
    synth_area_leader_cell "dfxtp_1" \
    ctsLongestPathBuffers 2 \
    max_freq_mhz 909 \
    top_cells_by_area "dfxtp_1 (48%), mux2_2 (11%), a31oi_1 (6.0%)" \
    cpMaxStageDelayCell "or3b_1" \
    netlist_area_um2 209 \
    grt_pass1_wl_um 1140 \
    die_width_um 80 \
    ios 11 \
    vdd_drop_max_uv 253 \
    timing.final.hold_violations 0 \
    min_path_type "primary input to flop" \
    drcViolationCount 0 \
    rr_worst_depth 3 \
    crit_type "flop to flop" \
    ys_cells 21 \
    setup_tns_ns -0.000129 \
    synth-edff-count 0 \
    cellPowerDensity_nw_per_um2 1390 \
    wl_per_cell_um 7.98 \
    cts_tree "yes" \
    gp_congestion 0.732 \
    endpoint "num[2]$_DFF_P_" \
    synth-seq-cells 5 \
    ant_nets 0 \
    io_buffers 10 \
    clk_pin_slew_ns 0.04 \
    area_growth_pct 101 \
    pwr-share-seq_pct 40.4 \
    yosysUniqueCellTypes 12 \
    p_comb_share_pct 23.9 \
    postCtsHoldBufs 0 \
    synth_seq_share_pct 47.9 \
    vias_per_cell 2.43 \
    drtIter0Drc 12 \
    reg2reg_setup_slack_ns -0.0001 \
    setup_violations 1 \
    synth.most_common_cell "dfxtp_1" \
    warnings 27 \
    cp_max_fo 4 \
    p_sw_uw 144 \
    fin_crit_sh_pct 100 \
    drive_gt1_share_pct 33.3 \
    netSwitchingFraction_pct 24.5 \
    r2r-start "num[0]$_DFF_P_" \
    rsz0062_at_grt "yes" \
    fin_util_pct 12.3 \
    p_leak_nw 0.163 \
    grt_usage_pct 2.41 \
    placed_cells 78 \
    yosys_warnings 1 \
    htree_levels 1 \
    yosys.area.top_type_share_pct 47.9 \
    cts-root-buf "clkbuf_4" \
    vias 202 \
    slew_violations 0 \
    p_clk_share_pct 35.7 \
    first_global_vias 229 \
    end_kind "flop" \
    rows 21 \
    outcome "complete, but fails checks" \
    design.core.area_um2 3420 \
    setup.worst_path.start "num[0]$_DFF_P_" \
    ys_area_um2 209 \
    antenna_found_initial 1 \
    r2r-end "num[2]$_DFF_P_" \
    detail_route.first_pass.iterations 2 \
    min_period_ns 1.10 \
    relSlewSlack_pct 82.0 \
    drt_wl_total_um 662 \
    grt_overflow 0 \
    internal-power_uw 442 \
    avgSynthCellArea_um2 9.95 \
    common_cells "dfxtp_1 (5), nor2_1 (3), a31oi_1 (2), mux2_2 (2), nand2b_1 (2)" \
    clock_latency_ns 0.24 \
    cap_violations 0 \
    syn_inst 21 \
    start_kind "flop" \
    stdcell_count 83 \
    initial_core_util_pct 6.12 \
    ys_async_sr_fraction_pct 0 \
    setup_ws_ns -0.000129 \
    slowest_delay_ns 0.37 \
    cp.arrival_ns 1.26 \
    crit_chain "ha_4 > or3b_1 > a31oi_1" \
    die_y_um 80 \
    dpl_cell_area_um2 378 \
    tightest_slew_ns 0.270 \
    final_area_um2 420 \
]
==> flip-flops by register name, summed over array words and instances (netlist names) <==
signal / cells
num: 4
en: 1
==> power by group through the flow <==
stage / registers (mW) / logic [mW] / clock network, mW
finish: 0.237 / 0.140 / 0.209
global route: 0.241 / 0.167 / 0.233
CTS: 0.232 / 0.158 / 0.219
==> worst min path at each step <==
stage                             to  slack, ns  cells past startpoint           start
after CTS             num[3]$_DFF_P_       0.54                      2  num[1]$_DFF_P_
after global routing  num[2]$_DFF_P_       0.41                      2          enable
final                 num[3]$_DFF_P_       0.36                      2          enable
==> logic make-up after synthesis <==
logic type               count (synthesis)  share of synthesized area, %
AND-OR/OR-AND                            4                          12.0
multiplexers                             2                          10.8
adder cells (fa/ha/maj)                  1                          5.99
buffers and inverters                    1                          1.79
AND/OR/NAND/NOR                          8                          21.6
flip-flops                               5                          47.9
==> metrics by stage <==
| step | setup WS (ns) | hold WS, ns | power [mW] |
|---|---|---|---|
| after floorplan | 0.0329 | 0.365 | 0.282 |
| after global placement | -0.193 | 0.533 | 0.374 |
| after detailed placement | -0.210 | 0.540 | 0.381 |
| after CTS | -0.0612 | 0.544 | 0.609 |
| after global routing | -0.0487 | 0.405 | 0.641 |
| final | -0.000129 | 0.363 | 0.586 |
==> cells in the final DEF (no fill, tap or decap), drive strengths merged, types with 2 or more instances in the layout <==
| cell | instances |
|---|---|
| dlygate4sd2 | 5 |
| dfxtp | 5 |
| clkdlybuf4s50 | 4 |
| clkbuf | 4 |
| nor2 | 3 |
| nand2b | 2 |
| a31oi | 2 |
| mux2 | 2 |
| buf | 2 |
==> repair_timing <==
item / CTS / global route
gates resized: 12 / 1
setup buffers: 1 / 0
setup endpoints to repair: 7 / 3
pin swaps: 2 / 3
==> layer usage <==
| layer | up-vias | routed length (um) | track usage (%) |
|---|---|---|---|
| li1 | 106 | - | - |
| met1 | 82 | 300 | 2.60 |
| met2 | 14 | 154 | 2.33 |
| met3 | 0 | 207 | 3.98 |
| met4 | 0 | 0 | 0.176 |
| met5 | - | 0 | 0 |
==> area by class of cell <==
type | instances | area, um2
Fill cell | 395 | 3000
Multi-Input combinational cell | 15 | 118
Timing Repair Buffer | 12 | 111
Sequential cell | 5 | 105
Tap cell | 46 | 57.6
Clock buffer | 4 | 26.3
Antenna cell | 1 | 2.50
==> worst max-delay path: cells and delay by family (launching register included) <==
family	cells	cell delay [ns]
AND-OR/OR-AND	1	0.16
adder cells (fa/ha/maj)	1	0.16
AND/OR/NAND/NOR	1	0.37
flip-flops	1	0.34
Power and IR drop assume default switching activity.
