==> ./design.v <==
`timescale 1ns / 1ps
module button_debouncer(
    input pb_1,
    input clk,
    output pb_out
    );
    wire slow_clk_en;            
    wire q1,q2,q2_bar,q0;
    clock_enable u1(clk,slow_clk_en);
    my_dff_en d0 (clk,slow_clk_en,pb_1,q0);
    my_dff_en d1 (clk,slow_clk_en,q0,q1);
    my_dff_en d2 (clk,slow_clk_en,q1,q2);
    assign q2_bar = ~q2;
    assign pb_out = q1 & q2_bar;
endmodule
module clock_enable(input clock, output slow_clk_en);
    reg [26:0] counter = 0;
    always @(posedge clock)
    begin
        counter <=(counter>=249999)?0:counter + 1;       
    end
    assign slow_clk_en = (counter == 249999)?1'b1:1'b0;
endmodule
module my_dff_en(input DFF_CLOCK, clock_enable,D,output reg Q=0);
    always @(posedge DFF_CLOCK)
    begin
        if (clock_enable == 1)
        Q <=D;
        end
endmodule
==> ./run.sh <==
#!/bin/bash
# OpenROAD 26Q1-2900-gdf79404cd8, Yosys 0.63+post, stock flow scripts
make -C /OpenROAD-flow-scripts/flow DESIGN_CONFIG=/design/flow/config.mk WORK_HOME=/design/flow/orfs finish
==> ./config.mk <==
export PLATFORM = sky130hd
export DESIGN_NAME = button_debouncer
export DESIGN_NICKNAME = button_debouncer
export VERILOG_FILES = /design/flow/design.v
export SDC_FILE = /design/flow/constraint.sdc
export NUM_CORES = 4
export LEC_CHECK = 1
export CORE_AREA = 10 10 97 97
export DIE_AREA = 0 0 107 107
==> ./constraint.sdc <==
current_design button_debouncer

set clk_period 3.8
set clk_io_pct 0.2

create_clock -name clk0 -period $clk_period [get_ports {clk}]

set non_clock_inputs [all_inputs -no_clocks]
set_input_delay [expr $clk_period * $clk_io_pct] -clock clk0 $non_clock_inputs
set_output_delay [expr $clk_period * $clk_io_pct] -clock clk0 [all_outputs]
==> datasheet_impl.txt <==
Implementation parameters

Parameter                              Value

Global routing
  Initial antenna violation count .................. 0
  Maximum number of pins on one net before global-route repair .................. 20
  Global-route usage over all layers .................. 3.81%
  Global-route wire length before repair .................. ~3700 um
  Via count of the first global-routing pass .................. a little over 800
  GRT Residual Overflow .................. 0

Floorplan
  Chip width .................. ~110 um
  Floorplan Utilization .................. 17.3%
  I/O pin total .................. 3
  Die Span Y .................. ~110 um
  Core Area .................. roughly 7300 um^2
  Area enclosed by the die boundary .................. 11400 um^2
  Cell Rows .................. 31

Yosys
  Synthesized flop and latch total .................. 30
  Syn avg cell area .................. approximately 11 um^2
  Cell type with the highest aggregate area in the netlist .................. sky130_fd_sc_hd__dfxtp_1
  Area share of the largest cell type after synthesis .................. 42.7%
  Commonest cells post-synth .................. sky130_fd_sc_hd__dfxtp_1, sky130_fd_sc_hd__nor4_1, sky130_fd_sc_hd__nand3_1
  Post-Synthesis Cell Area .................. between 1000 and 1500 um^2
  Number of synthesized flops with an enable pin .................. 3
  Number of cell instances after yosys synthesis .................. 117
  Cell with the most instances after synthesis .................. sky130_fd_sc_hd__dfxtp_1
  Library cells used by synthesis .................. 38
  Most common reg cell .................. sky130_fd_sc_hd__dfxtp_1
  Seq/Total Area, Yosys .................. between 40% and 50%
  Proportion of synthesized flip-flops having asynchronous set or reset .................. 0%
  Instance count of the mapped netlist .................. approximately 120
  Warnings from Yosys .................. 2
  Top area cell types .................. sky130_fd_sc_hd__dfxtp_1, sky130_fd_sc_hd__nor4_1, sky130_fd_sc_hd__edfxtp_1, sky130_fd_sc_hd__xnor2_1, sky130_fd_sc_hd__xor2_1
  Area reported by Yosys stat .................. around 1300 um^2

Critical path
  Max incr delay on CP .................. approximately 0.63 ns
  Type of the setup path with the least slack .................. reg2reg
  Kind of cell with the highest combined delay on the critical path .................. simple AND/OR/NAND/NOR gates
  Critical-path cell list .................. or3_1 -> or4_4 -> nor3_4 -> and2_1
  Worst setup EP type .................. flop
  Kind of start point of the critical path .................. flop
  CP Data Required Time .................. 3.79 ns
  Master of the slowest instance on the critical path .................. sky130_fd_sc_hd__nor3_4
  Crit path max fanout .................. 19
  WP buf/inv .................. 0
  Endpoint arrival time on the critical path .................. 2.36 ns

Clocking
  Total number of clock tree sinks .................. 30
  Number of H-tree levels .................. 2
  Clock-pin slew of the registers on the worst-case setup and hold paths .................. 0.06 ns
  Buffer cell driving the clock tree root .................. sky130_fd_sc_hd__clkbuf_8
  CTS tree .................. done
  Post-CTS resize count .................. 0
  Clock tree buffer depth .................. 2
  Clock latency on the worst-skew pair .................. between 0.2 and 0.3 ns
  Count of hold buffers inserted by post-cts repair .................. 0
  Num CTS Buffers .................. 5
  Post-CTS Setup Inserts .................. 0

Routing
  Antenna-violating nets left .................. 0
  Drt via density .................. about 3.9
  Vias post-DR .................. slightly below 900
  Remaining routing DRC violations .................. 0
  Number of antenna cells inserted .................. 0
  Wire length per cell after detailed routing .................. 9.45 um
  First-pass iteration count of the detailed router .................. 4
  Violation count after the first detailed-route iteration .................. 54
  Final wirelength .................. about 2200 um

Power and ir drop
  Sw Ratio .................. between 15 and 20%
  Sw power .................. between 0.1 and 0.15 mW
  Share of total power in the clock network .................. approximately 50%
  Leakage component of the power .................. ~0.44 nW
  Combinational share of power .................. less than 1%
  Flop pwr share .................. 49.9%
  Internal cell power .................. around 0.54 mW
  Power density over the cells .................. roughly 430 nW/um^2
  Maximum VDD drop .................. ~110 uV

Final layout
  Design Area, Final .................. about 1500 um^2
  Synth-to-layout area growth .................. 20.7%
  Proportion of layout cells with a drive suffix above 1 .................. about 12%
  Final core area utilization .................. about a fifth
  Count of filler cells inserted in the layout .................. 811

Place
  Placed standard-cell area .................. 1410 um^2
  Buffers on Ports .................. 2
  Routability congestion estimate from global placement .................. slightly above 0.8
  Final HPWL from detailed placement .................. ~1400 um

STA
  Fmax achieved .................. around 420 MHz
  Normalized max-slew margin .................. 45.1%
  RSZ-0062 raised after global routing .................. false
  Setup TNS .................. 0 ns
  Largest clock skew in the final design .................. 0.00308 ns
  Post-layout minimum cycle time .................. 2.38 ns
  Transition time at the pin with the least slew margin .................. just over 0.8 ns
  Period utilization .................. a little over three fifths
  Final hold viol count .................. 0
  Setup-failing EPs final .................. 0
  Hold slack .................. roughly 0.43 ns
  Final-report max-slew violation count .................. 0

Hold path
  Worst hold path class .................. reg2reg

Flow run
  Stage-log warning count .................. 25
  Max_cap viols .................. 0

Outcome
  Run status .................. finished clean
logic make-up after synthesis:
| group | Yosys count | synth area share (%) |
|---|---|---|
| and+or+nand+nor | 55 | 29.2 |
| buffers and inverters | 7 | 2.87 |
| AOI/OAI and AO/OA | 10 | 7.81 |
| adders and majority gates | 1 | 0.989 |
| other | 1 | 0.296 |
| xor gates and xnor gates | 13 | 9.00 |
| DFF | 30 | 49.9 |
per-stage QoR:
| step | instances | setup WS (ns) | total power [mW] |
|---|---|---|---|
| 2_1_floorplan | 125 | 1.71 | 0.334 |
| 3_3_place_gp | 221 | 1.44 | 0.336 |
| 3_5_place_dp | 221 | 1.44 | 0.336 |
| 4_1_cts | 229 | 1.43 | 0.665 |
| 5_1_grt | 229 | 1.31 | 0.677 |
| 6_report | 229 | 1.42 | 0.653 |
registers in the layout (all words and copies together), names as in the netlist:
| name | flops |
|---|---|
| d0.Q | 1 |
| d1.Q | 1 |
| d2.Q | 1 |
| u1.counter | 27 |
power by group through the flow:
| stage | sequential [mW] | combinational, mW | clock [mW] |
|---|---|---|---|
| 4_1_cts | 0.326 | 0.00280 | 0.336 |
| 5_1_grt | 0.326 | 0.00322 | 0.347 |
| 6_report | 0.326 | 0.00267 | 0.324 |
cell type report:
type	count	area [um^2]	area share, %
Sequential cell	30	631	41.3
Multi-Input combinational cell	88	628	41.1
Tap cell	99	124	8.11
Clock buffer	7	86.3	5.66
Clock inverter	1	30.0	1.97
Timing Repair Buffer	2	20.0	1.31
Inverter	2	7.51	0.492
worst paths after layout:
check	startpoint	cells past startpoint	slack [ns]	to
worst max-delay path	u1.counter[4]	4	1.42	d0.Q
worst min-delay path	d0.Q	0	0.43	d1.Q
worst max register to register	u1.counter[4]	4	1.42	d0.Q
worst min register to register	d0.Q	0	0.43	d1.Q
layer usage:
metal | up-vias | track usage, % | part of all wire (%)
li1 | 463 | - | -
met1 | 412 | 5.06 | 51
met2 | 15 | 5.58 | 42
met3 | 4 | 1.52 | 5.2
met4 | 0 | 1.16 | 1.8
met5 | - | 0 | 0
placed cells by master, fill, tap and decap left out, types with 3 or more instances in the layout:
cell / count
sky130_fd_sc_hd__nand4_1: 3
sky130_fd_sc_hd__nand3_1: 8
sky130_fd_sc_hd__edfxtp_1: 3
sky130_fd_sc_hd__or4_1: 3
sky130_fd_sc_hd__dfxtp_1: 27
sky130_fd_sc_hd__clkbuf_8: 6
sky130_fd_sc_hd__nor4_1: 16
sky130_fd_sc_hd__conb_1: 9
sky130_fd_sc_hd__xor2_1: 6
sky130_fd_sc_hd__nor3_1: 3
sky130_fd_sc_hd__xnor2_1: 7
sky130_fd_sc_hd__nand2_1: 5
Power figures rest on the tool's default switching activity, not on a simulated workload.
